### ./run.sh
#!/bin/bash
# OpenROAD 26Q1-2900-gdf79404cd8, Yosys 0.63+post, stock flow scripts
make -C /OpenROAD-flow-scripts/flow DESIGN_CONFIG=/design/flow/config.mk WORK_HOME=/design/flow/orfs finish
### ./config.mk
export PLATFORM = sky130hd
export DESIGN_NAME = TraductorPS2
export DESIGN_NICKNAME = TraductorPS2
export VERILOG_FILES = /design/flow/design.v
export SDC_FILE = /design/flow/constraint.sdc
export NUM_CORES = 4
export LEC_CHECK = 1
export CORE_UTILIZATION = 40
### ./constraint.sdc
current_design TraductorPS2

set clk_period 3.0
set clk_io_pct 0.2

create_clock -name clk0 -period $clk_period [get_ports {Reloj}]

set non_clock_inputs [all_inputs -no_clocks]
set_input_delay [expr $clk_period * $clk_io_pct] -clock clk0 $non_clock_inputs
set_output_delay [expr $clk_period * $clk_io_pct] -clock clk0 [all_outputs]
### ./design.v
`timescale 1ns / 1ps
module Paridad (Reloj, DATA_P, Paridad, Paridad_OK);  
input Reloj;						  
input Paridad;          		  
input wire [7:0]DATA_P; 		  
output reg Paridad_OK;          
wire[3:0]SUMA; 
assign SUMA = (DATA_P[7] + DATA_P[6] + DATA_P[5] + DATA_P[4] + DATA_P[3] + DATA_P[2] + DATA_P[1] + DATA_P[0]);  
reg Determinador = 1'b0;  
always @(posedge Reloj)
begin 
	case (SUMA)  
	4'h0 : Determinador = 1'b1;
	4'h1 : Determinador = 1'b0;
	4'h2 : Determinador = 1'b1;
	4'h3 : Determinador = 1'b0;
	4'h4 : Determinador = 1'b1;
	4'h5 : Determinador = 1'b0;
	4'h6 : Determinador = 1'b1;
	4'h7 : Determinador = 1'b0;
	4'h8 : Determinador = 1'b1;
	default Determinador = Determinador; 
	endcase
	if (Determinador == Paridad) Paridad_OK = 1'b1;  
	else Paridad_OK = 1'b0;
end 
endmodule 
`timescale 1ns / 1ps
module TraductorPS2(DATA_IN,
							ps2c,
							Reloj,
							RST,
							OUT_DEC,
							S_DATA,
							DATA_REG_ANTERIOR,
							DATA_REG,
							POR_ID);
input [7:0]POR_ID;
input  Reloj,RST;              		 
input  ps2c;    				      	 
input  DATA_IN;   			   		 
output reg [7:0]OUT_DEC;	          
input S_DATA;								 
reg [7:0]DATA_OUT;
reg ON = 1'h0; 						 	 
wire Paridad;  						 	 
reg [7:0]filter_reg;    
reg f_ps2c_reg;         
wire[7:0] filter_next;
wire f_ps2c_next;
wire fall_edge;         
always @(posedge Reloj, posedge RST)
begin
	if (RST)
		begin
		filter_reg  <= 0;
		f_ps2c_reg	<= 0;
		end
	else
		begin
		filter_reg <= filter_next;
		f_ps2c_reg <= f_ps2c_next;
		end
end
assign filter_next = {ps2c,filter_reg[7:1]};               
assign f_ps2c_next = (filter_reg == 8'b11111111) ? 1'b1 :
							(filter_reg == 8'b00000000) ? 1'b0 :
							f_ps2c_reg;
assign fall_edge = f_ps2c_reg && ~f_ps2c_next;
reg [1:0]state_reg, state_next;   
reg [3:0]n_reg;
reg [3:0]n_next;
reg [10:0]b_reg, b_next;
localparam	idle = 2'b00;
localparam	dps  = 2'b01;
localparam	load = 2'b10;
always@ (posedge Reloj, posedge RST)  
begin
	if (RST)  
		begin
			state_reg <= idle;
			n_reg <= 0;
			b_reg <= 0;
		end
	else
		begin
			state_reg <= state_next;   
			n_reg <= n_next;
			b_reg <= b_next;
		end
end
always @*     
begin
	 state_next = state_reg;
	 n_next = n_reg;
	 b_next = b_reg;
	 case(state_reg)           
			idle :               
			if(fall_edge)
			begin
				b_next = {DATA_IN, b_reg[10:1]};
				n_next = 4'b1001;
				state_next = dps;
			end
			dps  :               
			if(fall_edge)
			begin
				b_next = {DATA_IN, b_reg[10:1]};
				if(n_reg == 0) state_next = load;
				else 	n_next = n_reg - 1'b1;
			end
			load :               
			begin
				state_next = idle;
			end
	endcase
end
wire [7:0]DATA_P;
assign Paridad = b_reg[9];     
assign DATA_P = b_reg[8:1];    
wire Paridad_OK;  
Paridad P_OK (Reloj, DATA_P, Paridad, Paridad_OK);  
wire DO;
assign DO = (S_DATA) && (POR_ID == 8'h03);
reg S_DATA_reg;
reg S_DATA_anterior;
always@ (posedge Reloj, posedge RST)               
begin
	if (RST)	begin
		S_DATA_reg <= 1'b0;
		S_DATA_anterior <= 1'b0;
	end
	else begin
		S_DATA_anterior <=  DO;
		if(S_DATA_anterior && ~ DO) S_DATA_reg <= 1'b1;
		else  S_DATA_reg <= 1'b0;
	end
end
output reg[7:0]DATA_REG = 8'h00;          	        
output reg[7:0]DATA_REG_ANTERIOR = 8'h00; 			  
reg[7:0]DATA_REG_ANTERIOR_ANTERIOR1 = 8'h00;         
reg[7:0]DATA_REG_ANTERIOR_ANTERIOR2 = 8'h00;         
always @(posedge Reloj)
			if(n_reg == 4'h0 && Paridad_OK == 1'b1)begin  					   
			DATA_REG_ANTERIOR_ANTERIOR1 <= DATA_REG_ANTERIOR_ANTERIOR1;
			DATA_REG_ANTERIOR <= DATA_REG_ANTERIOR; 	 					   
			DATA_REG <= DATA_P;            				  					   
			end
			else
			if (n_reg == 4'h9) begin                                    
			DATA_REG_ANTERIOR_ANTERIOR2 <= DATA_REG_ANTERIOR_ANTERIOR1; 
			DATA_REG_ANTERIOR_ANTERIOR1 <= DATA_REG_ANTERIOR_ANTERIOR1; 
			DATA_REG_ANTERIOR <= DATA_REG_ANTERIOR; 	  	          	   
			DATA_REG <= DATA_REG;            			  		            
			end
			else
				begin
				if (n_reg == 4'h8)                                             
					begin
					DATA_REG_ANTERIOR_ANTERIOR2 <= DATA_REG_ANTERIOR_ANTERIOR2; 
					DATA_REG_ANTERIOR_ANTERIOR1 <= DATA_REG_ANTERIOR;			   
					DATA_REG_ANTERIOR <= DATA_REG_ANTERIOR; 						   
					DATA_REG <= DATA_REG; 						 						   
					end
				else
					begin
					if (n_reg == 4'h7)                                              
						begin
						DATA_REG_ANTERIOR_ANTERIOR2 <= DATA_REG_ANTERIOR_ANTERIOR2; 
						DATA_REG_ANTERIOR_ANTERIOR1 <= DATA_REG_ANTERIOR_ANTERIOR1; 
						DATA_REG_ANTERIOR <= DATA_REG; 									   
						DATA_REG <= DATA_REG; 						 					      
						end
					else
						begin                                                       
						DATA_REG_ANTERIOR_ANTERIOR2 <= DATA_REG_ANTERIOR_ANTERIOR2; 
						DATA_REG_ANTERIOR_ANTERIOR1 <= DATA_REG_ANTERIOR_ANTERIOR1; 
						DATA_REG_ANTERIOR <= DATA_REG_ANTERIOR;                     
						DATA_REG <= DATA_REG;                                       
						end
				end
end
reg SEND;                
reg SEND_Reg;            
reg SEND_Reg_Anterior;
always @(posedge Reloj)
begin
	if(DATA_REG_ANTERIOR == 8'hF0 && (DATA_REG == DATA_REG_ANTERIOR_ANTERIOR1 || (((DATA_REG == DATA_REG_ANTERIOR_ANTERIOR2) && (DATA_REG_ANTERIOR_ANTERIOR1 == 8'hE0))))) SEND = 1'b1;
	else SEND = 1'b0;
end
always@ (posedge Reloj, posedge RST)               
begin
	if (RST)	begin
		SEND_Reg <= 1'b0;
		SEND_Reg_Anterior <= 1'b0;
	end
	else begin
		SEND_Reg_Anterior <= SEND;
		if(~SEND_Reg_Anterior && SEND) SEND_Reg <= 1'b1;
		else  SEND_Reg <= 1'b0;
	end
end
always @(posedge Reloj)
begin
	if (S_DATA_reg) DATA_OUT <= 8'h00;
	else
	begin
		if(SEND_Reg == 1'b1) begin DATA_OUT <= DATA_REG;  end  	 
		else begin DATA_OUT <= DATA_OUT; end
	end
end
always @(posedge Reloj)
begin
	case(DATA_OUT)
	8'h75 : OUT_DEC = 8'b00100000;  
	8'h72 : OUT_DEC = 8'b00010000;  
	8'h6B : OUT_DEC = 8'b00000100;  
	8'h74 : OUT_DEC = 8'b00001000;  
	8'h2C : OUT_DEC = 8'b00000010;  
	8'h1C : OUT_DEC = 8'b00000001;  
	default OUT_DEC = 8'b00000000;
	endcase
end
endmodule
==> flow_summary.ini <==
; flow metrics
[logic_synthesis]
ys_area_um2 = 3190
synth_top_cell_by_area = edfxtp_1
synthArstFlopShare_pct = 38.0
fa_ha_area_share_pct = 5.25
synthCells = 231
synth_flops = 79
synth_area_per_cell_um2 = 13.8
flop_cell = edfxtp_1
ys_cells = 231
topCellsByArea = edfxtp_1, dfrtp_1, dfxtp_1
synthTopLogicFamily = simple AND/OR/NAND/NOR gates
syn-cell-area_um2 = 3190
synth.area.mux_share_pct = 5.84
yosysTopAreaCellShare_pct = 30.1
ys_sh_simple_pct = 12.1
ys_seq_share_pct = 64.4
xor_area_share_pct = 4.67
ys_warn_count = 2
synth.distinct_cells = 49
synth-compound-area-share_pct = 4.12
edf_count = 32

[timing]
tightest_slew_ns = 0.630
setup_viol = 1
grt_setup_unrepaired = yes
finalWorstSetupSlack_ns = -0.0629
drv_slew = 0
fmax_mhz = 326
fin_skew_ns = 0.00878
final.period_utilization_pct = 102
fin_crit_ns = 3.06
slew_headroom_pct = 57.9
holdWs_ns = 0.350
hold_violations = 0

[routing]
routed_wl_um = 4940
drt_pre_antenna_iters = 4
ant_nets = 0
drt_iter0_markers = 76
viasPerCell = 4.74
antenna_cells = 0
post_drt_wl_per_cell_um = 13.0
drcViolationCount = 0
num_vias = 1807

[min_path]
hold_end = SEND_Reg_Anterior$_DFF_PP0_
worstHoldPathType = reg2reg
min_path_cells = 0
min_from = SEND$_DFF_P_

[worst_setup_path]
worstPathMaxFanout = 2
r2r_slack_ns = -0.06
cp.arrival_ns = 3.28
r2r_start = b_reg[7]$_DFFE_PP0P_
reg2reg_depth = 10
reg2reg_to = P_OK.Paridad_OK$_DFF_P_
critical_path_class = reg2reg
cp.required_ns = 3.22
worst_setup_path_end_kind = flip-flop
worstSetupStartpointType = flip-flop

[clock_tree]
numCtsBuffers = 9
cts_tree = done
cts-root-buf = clkbuf_8
clock_path_buffers = 2
htreeDepth = 3
clock_sinks = 79
postCtsResizedCells = 0
cts.clk_slew.worst_paths_ns = 0.08
insertion_delay_ns = 0.34

[die]
chipArea_um2 = 8340
io_pins = 37
rows = 32
die_w_um = 91.3
core_area_um2 = 7730
die-height_um = 91.3
core_util_floorplan_pct = 41.3

[power_and_ir_drop]
p_per_area_nw_per_um2 = 535
ir_worst_vdd_uv = 358
p_leak_uw = 0.00145

[layout]
syn_to_final_growth_pct = 21.9
drive_gt1_share_pct = 13.3
largest_register_ffs = 10
postLayoutCellArea_um2 = 3890

[global_route]
grt_pass1_wl_um = 8630
grtUsageTotal_pct = 13.9
grt_overflow = 0
antenna_found_initial = 0
grt_max_degree = 31
grt_pass1_vias = 1812

[place]
dpl_worst_slack_ns = -0.0621
placed_cell_area_um2 = 3640
port_buffers = 34
hpwl_um = 3640
globalplace.congestion = 0.807

[status]
violations = setup timing
status = finished with violations

[flow_run]
log.warning_count = 30
maxCapViolations = 0
[where the power goes]
part / internal (µW) / switching, µW / total (µW)
clock: 555 / 371 / 927
sequential: 1120 / 6.21 / 1130
combinational: 16.9 / 11.1 / 28.1
[placed cells by master (no fill, tap or decap), types with 3 or more instances in the layout]
cell type / count
nor3_1: 6
dfrtp_1: 29
fa_1: 3
bufinv_16: 3
clkbuf_8: 9
mux2i_1: 13
clkinv_4: 3
xor2_1: 17
mux2_2: 5
dfxtp_1: 17
nor2b_1: 5
nand2_1: 10
nor2_1: 12
edfxtp_1: 32
nand2b_1: 3
clkdlybuf4s50_1: 34
nor4_1: 6
nand3_1: 4
nand4_1: 4
ha_1: 7
buf_4: 5
inv_1: 15
[cells in the mapped netlist, drive strengths merged (3+ instances only)]
cell type and n:
ha 7, xor2 17, nand4 4, inv 15, mux2i 13, nand2 10, and3 3, nor2 12
nand2b 3, nor2b 5, mux2 5, buf 7, nand3 4, nor3 6, dfrtp 29, dfxtp 17
nor4 8, edfxtp 32, fa 4
[cell type report]
cell class / instances / area (µm²)
tap: 102 / 128
inverter: 15 / 56.3
fill: 652 / 3840
multi-input combinational: 130 / 1030
sequential: 79 / 2050
clock inverter: 7 / 121
timing repair buffer: 39 / 378
clock buffer: 9 / 124
[repair_timing]
action / 4_1_cts / 5_1_grt
setup endpoints to repair: 2 / 2
setup buffers: 0 / 1
hold buffers: 0 / 0
gates cloned: 0 / 0
pin swaps: 1 / 1
endpoints found under the hold margin: 0 / 0
[layer usage]
| metal | vias up | GRT usage [%] | share of wire, % |
|---|---|---|---|
| li1 | 899 | - | - |
| met4 | 0 | 1.32 | 1.3 |
| met3 | 5 | 4.42 | 5.9 |
| met2 | 39 | 21.5 | 47 |
| met5 | - | 0 | 0 |
| met1 | 864 | 21.5 | 45 |
[kinds of logic after synthesis]
logic type	count (synthesis)
multiplexers	18
flip-flops	79
AND/OR/NAND/NOR	66
AND-OR/OR-AND	16
XOR/XNOR	17
adder cells (fa/ha/maj)	11
other	1
buffers and inverters	23
[critical path: stages (launching register included)]
cell      delay (ns)
dfrtp_1         0.39
ha_1            0.27
inv_1           0.04
fa_1            0.49
fa_1            0.43
fa_2            0.36
fa_1            0.48
inv_1           0.04
o221ai_1        0.18
a21boi_1        0.11
xor2_1          0.14
[how the worst max path moves through the flow]
stage	start	endpoint	slack [ns]	depth (start not counted)
CTS	b_reg[7]$_DFFE_PP0P_	P_OK.Paridad_OK$_DFF_P_	-0.07	10
global route	b_reg[7]$_DFFE_PP0P_	P_OK.Paridad_OK$_DFF_P_	-0.16	10
finish	b_reg[7]$_DFFE_PP0P_	P_OK.Paridad_OK$_DFF_P_	-0.06	10
[through the flow]
step | setup TNS [ns] | utilization [%] | cells | total power (µW)
2_1_floorplan | 0 | - | 232 | 1160
3_3_place_gp | -0.0288 | 47.1 | 364 | 1180
3_5_place_dp | -0.0621 | 47.1 | 364 | 1180
4_1_cts | -0.0705 | 50.2 | 380 | 2110
5_1_grt | -0.267 | 50.3 | 381 | 2160
6_report | -0.0629 | 50.3 | 381 | 2080
No activity file was given, so power comes from the tool's default toggle rates.

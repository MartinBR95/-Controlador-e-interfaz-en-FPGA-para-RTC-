**flow/config.mk**
```make
export PLATFORM = sky130hd
export DESIGN_NAME = RTCport
export DESIGN_NICKNAME = RTCport
export VERILOG_FILES = /design/flow/design.v
export SDC_FILE = /design/flow/constraint.sdc
export NUM_CORES = 4
export LEC_CHECK = 1
export CORE_UTILIZATION = 50
```
**flow/constraint.sdc**
```tcl
current_design RTCport

set clk_period 4.1
set clk_io_pct 0.2

create_clock -name clk0 -period $clk_period [get_ports {clk}]

set non_clock_inputs [all_inputs -no_clocks]
set_input_delay [expr $clk_period * $clk_io_pct] -clock clk0 $non_clock_inputs
set_output_delay [expr $clk_period * $clk_io_pct] -clock clk0 [all_outputs]
```
**flow/design.v**
```verilog
`timescale 1ns / 1ps
module transfer(
	input wire Acceso, read, clk, reset,    				 
	output wire AD, CS, RD, WR, FRW, AValid, WValid, RValid         				 
   );
	reg ADr, RDr, CSr, WRr;						 
	reg [1:0] state;						 
	reg [5:0] cycles;
	assign AD = ADr;						 
	assign CS = CSr;
	assign RD = RDr;
	assign WR = WRr;
	reg [2:0] timer;
	wire leido, escrito;
	wire tcs, tw, tacc, tadt, tads, taw, tah, tdf, tdw, tdh; 	 	 
	assign tads = (cycles <= 1);					 
	assign tcs = (cycles > 1 & cycles <= 7) | (cycles > 18 & cycles <= 26);
	assign tw = (cycles > 7 & cycles <= 17) | (cycles > 26 & cycles <= 36);
	assign tadt = (cycles > 7 & cycles <= 10);			 
	assign tdf = (cycles > 24 & cycles <= 28);
	assign RValid = (tdf && read) ? 1'b1 : 1'b0;
	assign taw = (cycles > 4 & cycles <= 7);				 
	assign tah = (cycles > 7 & cycles <= 14);
	assign AValid = (taw | tah) ? 1'b1 : 1'b0;
	assign tdw = (cycles > 19 & cycles <= 26);			 
	assign tdh = (cycles > 26 & cycles <= 28);
	assign WValid = (~read && (tdw || tdh)) ? 1'b1 : 1'b0;
	always @(posedge clk) begin
		if (reset) begin timer <= 0; end
		else begin
			if(leido | escrito)begin
				timer <= 1;
			end
			else begin
				if (timer > 0) begin
					timer <= timer + 1;
				end
				else begin
					timer <= timer;
				end
			end
		end
	end
	assign leido = ~tcs & (state == 2);
	assign escrito = ~tcs & (state == 3);
	assign FRW = (timer > 6);
	always @(posedge clk) begin 					 
		if(reset) begin 					 
			state <= 0;					 
			ADr <= 1;
			CSr <= 1;
			RDr <= 1'b1;					 
			WRr <= 1;					 
		end							 
		else begin						 
		case(state)						 
			0:
				if(Acceso) begin 			 
					ADr <= 0;			 
					if(~tads)begin			 
						CSr <= 0;		 
						RDr <= 1;
						WRr <= 0;
						state <= 1;
					end
					else begin
						CSr <= CSr;		 
						RDr <= RDr;
						WRr <= WRr;
					end
				end
				else begin
					state <= state; 		 
				end
			1:
				if(~tcs) begin				 
					CSr <= 1;
					WRr <= 1;
					if(CS && ~tadt) begin		 
						ADr <= 1;
						if(read)begin 		 
							RDr <= 1;	 
							if(~tw) begin
								state <= 2;
							end
							else begin
								state <= state;
							end
						end
						else begin
							RDr <= 1'b1;
							if(~tw) begin
								state <= 3;
							end
							else begin
								state <= state;
							end
						end
					end
					else begin
						ADr <= ADr;
					end
				end
				else begin
					state <= state;
				end
			2:
				if(~leido) begin							 
					CSr <= 0;
					RDr <= 0;
					state <= state;
				end
				else begin
					if(leido) begin
						CSr <= 1;
						RDr <= 1'b1;
						state <= 0;
					end
					else begin
						CSr <= CSr;
						RDr <= RDr;
					end
				end
			3:
				if(~escrito) begin
					CSr <= 0;
					RDr <= 1;
					WRr <= 0;
					state <= state;
				end
				else begin
					if(escrito) begin
						CSr <= 1;
						WRr <= 1;
						RDr <= 1'b1;
						state <= 0;
					end
					else begin
						CSr <= CSr;
						RDr <= RDr;
					end
				end
		endcase
		end
	end
	always @(posedge clk) begin 				  
		if(state == 0 & AD) begin			  
			cycles <= 0;
		end
		else begin
			cycles <= cycles + 1;
		end
	end
endmodule
module RTCport(
  input clk, rst,
  input read_strobe,
  input write_strobe,
  input [7:0] port_id,
  input [7:0] data_in,
  output reg [7:0] data_out,
  input IRQ,
  output AD,CS,RD,WR,
  inout [7:0] bus
  );
  parameter RTC_Dir = 8'd12;
  parameter RTC_Ctrl_in = 8'd13;
  parameter RTC_Ctrl_out = 8'd1;
  parameter RTC_Data_in = 8'd15;
  parameter RTC_Data_out = 8'd2;
  reg [7:0] Ctrl_rtc_in, Ctrl_rtc_out, Direccion, Dato_in, Dato_out; 
  wire Fetch, Send, Address, FRW;
  reg read_strobe_ant, read_strobe_reg;
  always @(posedge clk) begin
      read_strobe_reg <= read_strobe;
      read_strobe_ant <= read_strobe_reg;
      if(rst) begin
        Ctrl_rtc_in <= 0; Direccion <= 0; Dato_in <= 0;
      end
      if(write_strobe)begin
        case(port_id)
          RTC_Dir: Direccion <= data_in;
          RTC_Data_in: Dato_in <= data_in;
          RTC_Ctrl_in: Ctrl_rtc_in <= data_in;
          default begin
            Dato_in <= Dato_in;
            Ctrl_rtc_in <= Ctrl_rtc_in;
            Direccion <= Direccion;
          end
        endcase
      end
end
  always @(posedge clk) begin
	  if(rst) begin
		  Ctrl_rtc_out <= 0; Dato_out <= 0;
    end
    else begin
      Ctrl_rtc_out[1] <= IRQ;
      if (read_strobe_ant && ~read_strobe_reg && (port_id == RTC_Ctrl_out)) Ctrl_rtc_out[0] <= 1'b0;
      else begin
        if (FRW) Ctrl_rtc_out[0] <= 1'b1;
        else Ctrl_rtc_out <= Ctrl_rtc_out;
        if(Fetch) begin
          Dato_out <= bus;
        end
        else Dato_out <= Dato_out;
      end
    end
  end
  always @ ( * ) begin
    case(port_id)
      RTC_Data_out: data_out <= Dato_out;
      RTC_Ctrl_out: data_out <= Ctrl_rtc_out;
      default data_out <= Dato_out;
    endcase
  end
  assign bus = (Address) ? Direccion : (Send) ? Dato_in : 8'bz;
  transfer control(Ctrl_rtc_in[1],~Ctrl_rtc_in[0],clk,rst,AD,CS,RD,WR,FRW,Address, Send, Fetch);
endmodule
```
**flow/run.sh**
```bash
#!/bin/bash
# OpenROAD 26Q1-2900-gdf79404cd8, Yosys 0.63+post, stock flow scripts
make -C /OpenROAD-flow-scripts/flow DESIGN_CONFIG=/design/flow/config.mk WORK_HOME=/design/flow/orfs finish
```
==> changes_impl.md <==
### Metrics

- # Cells Yosys: approximately 260
- Seq share, synth: 0.452
- Yosys Chip Area: ~2500 µm²
- Synthesized area per cell: approximately 10 µm²
- Run-stopping error: [error] [KeplerFormal.cpp:679] Workflow failed: Iso has multiple drivers: .bus0, _211_.X0
- Outcome: did not finish
- Die span in x: 72.4 µm
- Port buffer count: 32
- Post-synth EDFFs: 18
- Yosys reg bits: roughly 47
- Detailed Place HPWL: 3.33 mm
- Top cell type by total area after synthesis: dfxtp_1
- Top cells, area: dfxtp_1, edfxtp_1, mux2_2
- Post-synthesis cell area: 2480 µm²
- Post-Syn Instances: around 260
- Initial Util: 0.522
- Dominant register cell: dfxtp_1
- Inserted Clock Buffers: 5
- Row cnt: 25
- Clock sink total: approximately 47
- Synth warn: 3
- Gp weighted congestion: just under 0.8
- CTS resizes: 0
- CTS max path bufs: 2
- Stop stage: clock tree synthesis (4_1_cts)
- Die y size: just over 70 µm
- Clock H-tree levels: 2
- Ys async rst share: 0
- Synth cell types: a little under 50
- Synth top area share: 0.234
- CTS root buf: clkbuf_8
- Post-CTS Setup Inserts: 0
- Num ports: slightly above 40
- Hold-fix buffers at CTS: 0
metrics by stage:
| step | instance area, µm² | total power, mW | setup slack, ps | std cells |
|---|---|---|---|---|
| floorplan | 2480 | 0.830 | 1610 | 255 |
| global placement | 2860 | 0.935 | 674 | 345 |
| detailed placement | 2860 | 0.936 | 610 | 345 |
logic make-up after synthesis:
logic type,share of synthesized area
and+or+nand+nor,0.207
AOI/OAI and AO/OA,0.134
DFF,0.452
buffers and inverters,0.0494
muxes,0.0983
xor gates and xnor gates,0.0247
adders and majority gates,0.0353
Yosys cell counts, types with 2 or more instances:
library cell  number
a21oi_1            8
and2_1             8
buf_2              5
clkbuf_1           7
dfxtp_1           29
edfxtp_1          18
ha_1               7
inv_1             17
mux2_2            11
mux2i_1           12
nand2_1           10
nand2b_1           7
nand3_1            3
nand3b_1          16
nand4b_1           2
nor2_1            23
nor2b_1            5
nor3_1             8
o21ai_0           23
o21bai_1           2
xnor2_1            6
No activity file was given, so power comes from the tool's default toggle rates.

==> design.v <==
module FSMs_Menu (IRQ,Alarma_stop,Timer_ON,Barriba,Babajo,Bderecha,Bizquierda,Bcentro,RST,FRW,Acceso,Mod_out,CLK,Dir,Punt);
input wire CLK,Alarma_stop,IRQ,Barriba,Timer_ON,Babajo,Bderecha,Bizquierda,Bcentro,RST,FRW;  
output reg [7:0] Dir;  
output reg Acceso;  
output reg [6:0] Punt; 
localparam [7:0]TiempoEspera=8'd3;
reg [2:0] EstadoActual;
reg [2:0] EstadoSiguiente;
reg Mod_Siguiente;
reg Numup_Siguiente;
reg Numdown_Siguiente;
output wire Mod_out;
reg Bcentro_reg;
reg Barrido;  
reg FBarrido;  
reg Espera;  
reg [7:0] cuenta_espera;
reg Accesonxt, AccesoCMD;  
reg Fespera; 
wire Fcount; 
reg [6:0] Punt_Siguiente; 
assign Fcount=Dir==8'hf1; 
reg Bcentro_reg_ant;
reg Bderecha_reg;
reg Barriba_reg;
reg Babajo_reg;
reg Bderecha_reg_ant; 
reg Bizquierda_reg;
reg Bizquierda_reg_ant; 
reg Barriba_reg_ant;
reg Babajo_reg_ant;
reg Mod;
assign Mod_out =(Mod)||(Dir==8'h00)||(Dir==8'h01);
reg [1:0] Mod_Barrido;
reg [1:0] Mod_Barrido_sig;
always @( posedge CLK,posedge RST)
begin
	if (RST)
	begin
		EstadoActual <= 3'd1 ;  
		Mod<=1'b1;
		Bcentro_reg<=1'b0;
		Bcentro_reg_ant<=1'b0;
		Mod_Barrido<=2'b00;
	end
	else
	begin
		Mod_Barrido<=Mod_Barrido_sig;
		EstadoActual <= EstadoSiguiente ;
		Mod<=(Mod_Siguiente);
		Bcentro_reg_ant<=Bcentro;
		if(~Bcentro_reg_ant && Bcentro)
		begin
			Bcentro_reg<=1'b1;
		end
		else
		begin
			if(EstadoActual==3'd4)
			begin
				Bcentro_reg<=1'b0;
			end
			else
			begin
				Bcentro_reg<=Bcentro_reg;
			end
		end
	end
end
always @(*)
begin
		case(Dir)
		8'h21:if(Mod==1'b1)
			begin
				Mod_Barrido_sig=2'b01;
			end
			else
			begin
				Mod_Barrido_sig=Mod;
			end
		8'hf0:if(Mod_Barrido==2'b01)
				begin
					Mod_Barrido_sig=2'b10;
				end
				else
				begin
					Mod_Barrido_sig=Mod_Barrido;
				end
		default
		begin
			Mod_Barrido_sig=Mod_Barrido;
		end
		endcase
	if((Barriba_reg)||(Babajo_reg)) Mod_Siguiente = 1'b1;
	else Mod_Siguiente = Mod;
	Espera=1'b0;
	Barrido=1'b0;
	if(FBarrido)AccesoCMD = 1'b1;
	else AccesoCMD = 1'b0;
	case(EstadoActual) 
	3'd1:if(FRW)
		begin
			Barrido=1'b1; 
			EstadoSiguiente=3'd2;
		end
		else
		begin
			EstadoSiguiente=3'd1; 
		end
	3'd2:if(FBarrido)
		begin
			Espera=1'b1; 
			EstadoSiguiente=3'd3;
			if(Mod_Barrido==2'b10)
			begin
				Mod_Siguiente=1'b0;
				Mod_Barrido_sig=2'b00;
			end
			else
			begin
				Mod_Siguiente=Mod;
			end
		end
		else
		begin
			Barrido=1'b1; 
			EstadoSiguiente=3'd2;
		end
	3'd3:if(Fespera)
		begin
			Barrido=1'b1;
			EstadoSiguiente=3'd2; 
		end
		else
		begin
			EstadoSiguiente=3'd3; 
		end
	default
	begin
		EstadoSiguiente = 3'd1;
	end
	endcase
end
reg [2:0] EstadoActualc;
reg [2:0] EstadoSiguientec;
reg [7:0] Dir_Siguiente;
reg inicializacion;
reg inicializacion_sig;
reg Timer_ON_reg;
reg Timer_ON_reg_ant;
reg Timer_ON_reg_sig;
always@ ( posedge CLK, posedge RST )
begin
	if (RST)
	begin
		Acceso <= 1'b1;
		EstadoActualc <= 3'd0;
		Dir <= 7'h02;
		inicializacion <=1'b0;
		Timer_ON_reg<=1'b0;
		Timer_ON_reg_ant<=1'b0;
	end
	else
	begin
		Acceso <= Accesonxt;
		EstadoActualc <= EstadoSiguientec;
		Dir <= Dir_Siguiente;
		inicializacion<=inicializacion_sig;
		Timer_ON_reg_ant<=Timer_ON;
		if(~Timer_ON_reg_ant && Timer_ON)
		begin
			Timer_ON_reg<=1'b1;
		end
		else
		begin
			Timer_ON_reg<=Timer_ON_reg_sig;
		end
	end
end
reg [2:0] cnt;    
always @(posedge CLK) begin
	if(RST) begin
		cnt <= 1'b0;
	end
	else begin
		if(Acceso) cnt <= cnt + 1'b1;
		else cnt <= 1'b0;
	end
end
reg InicioEstado;  
always @(*)
begin
	if(EstadoActualc != EstadoSiguiente) InicioEstado = 1'b1;
	else InicioEstado = 1'b0;
	if(cnt == 3'b111) Accesonxt = 1'b0;
	else begin
		if(AccesoCMD) Accesonxt = 1'b1;
		else Accesonxt = Acceso;
	end
	Timer_ON_reg_sig=Timer_ON_reg;
	FBarrido=1'b0;
	EstadoSiguientec = 3'd1;
	Dir_Siguiente=Dir;
	inicializacion_sig=inicializacion;
	case(EstadoActualc)
	3'd0:if(FRW) begin
			Accesonxt = 1'b1;
			if(inicializacion==0)
			begin
				EstadoSiguientec = 3'd0;
				inicializacion_sig=1'b1;
			end
			else
			begin
				EstadoSiguientec = 3'd1;
			end
		end
		else
		begin
			EstadoSiguientec = 3'd0;
		end
	3'd1:if(Barrido)
		begin
			EstadoSiguientec=3'd2;
			Dir_Siguiente=8'h21;
			Accesonxt=1'b1;
		end
		else
		begin
			EstadoSiguientec=3'd1;
		end
	3'd2:if(FRW)
		begin
			Dir_Siguiente = Dir + 1'b1;
			EstadoSiguientec=3'd3;
		end
		else
		begin
			if(InicioEstado) Accesonxt=1'b1;
			EstadoSiguientec=3'd2;
		end
	3'd3:case(Dir)
			7'h01:
				if(Alarma_stop||Timer_ON_reg)
				begin
					EstadoSiguientec=3'd4;
					Timer_ON_reg_sig=1'b0;
				end
				else
				begin
					Dir_Siguiente=8'hf0;
					EstadoSiguientec=3'd4;
				end
			7'h02:
				begin
				Dir_Siguiente=8'hf0;
				EstadoSiguientec=3'd4;
				end
			7'h27:
				begin
				Dir_Siguiente=8'h41;
				EstadoSiguientec=3'd4;
				end
			7'h44:
				if((Timer_ON_reg)||(Alarma_stop)||(~IRQ))
				begin
					Dir_Siguiente=8'h00;
					EstadoSiguientec=3'd4;
				end
				else
				begin
					Dir_Siguiente=8'hf0;
					EstadoSiguientec=3'd4;
				end
			default
			begin
				Dir_Siguiente=Dir;
				EstadoSiguientec=3'd4;
			end
		endcase
	3'd4:if(Fcount)
		begin
			FBarrido=1'b1;
			EstadoSiguientec=3'd1;
			Dir_Siguiente=8'h21;
		end
		else
		begin
			EstadoSiguientec=3'd2;
			Accesonxt=1'b1;
		end
	default
	begin
		EstadoSiguientec = 3'd1;
	end
	endcase
end
reg [1:0] EstadoActuale;
reg [1:0] EstadoSiguientee;
reg [7:0] cuenta_espera_sig;
always@ ( posedge CLK, posedge RST )
begin
	if (RST)
	begin
		EstadoActuale <= 2'd1;
		cuenta_espera <= 8'd1;
	end
	else
	begin
		cuenta_espera <= cuenta_espera_sig;
		EstadoActuale <= EstadoSiguientee;
	end
end
always @(*)
begin
	cuenta_espera_sig = cuenta_espera;
	Fespera=1'b0;
	EstadoSiguientee=2'd1;
	case(EstadoActuale)
	3'd1:if(Espera)
		begin
			EstadoSiguientee=2'd2;
		end
		else
		begin
			EstadoSiguientee=2'd1;
		end
	3'd2:if(cuenta_espera==TiempoEspera)
		begin
			cuenta_espera_sig=8'b1;
			Fespera = 1'b1;
			EstadoSiguientee=2'd1;
		end
		else
		begin
			cuenta_espera_sig = cuenta_espera+1'b1;
			EstadoSiguientee = 2'd2;
		end
	default
	begin
		EstadoSiguientee = 2'd1;
	end
	endcase
end
always@ ( posedge CLK, posedge RST )
begin
	if (RST)
	begin
		Punt<=7'h20;
		Bderecha_reg<= 1'b0;
		Bderecha_reg_ant<=1'b0;
		Bizquierda_reg<= 1'b0;
		Bizquierda_reg_ant<=1'b0;
	end
	else
	begin
		Punt<=Punt_Siguiente;
		Bderecha_reg_ant<=Bderecha;
		if(~Bderecha_reg_ant && Bderecha)
		begin
			Bderecha_reg<=1'b1;
		end
		else
		begin
			Bderecha_reg<=1'b0;
		end
		Bizquierda_reg_ant<=Bizquierda;
		if(~Bizquierda_reg_ant && Bizquierda)
		begin
			Bizquierda_reg<=1'b1;
		end
		else
		begin
			Bizquierda_reg<=1'b0;
		end
		Barriba_reg_ant<=Barriba;
		if(~Barriba_reg_ant && Barriba)
		begin
			Barriba_reg<=1'b1;
		end
		else
		begin
			Barriba_reg<=1'b0;
		end
		Babajo_reg_ant<=Babajo;
		if(~Babajo_reg_ant && Babajo)
		begin
			Babajo_reg<=1'b1;
		end
		else
		begin
			Babajo_reg<=1'b0;
		end
	end
end
always @(*)
begin
	Punt_Siguiente=Punt+Bizquierda_reg - Bderecha_reg;
	if(1'b0 )
	begin
		Punt_Siguiente=7'h19;
	end
	else
	begin
		case(Punt)
			7'h27:Punt_Siguiente=7'h41;  
			7'h45:Punt_Siguiente=7'h21;
			7'h20:Punt_Siguiente=7'h43;
			7'h40:Punt_Siguiente=7'h26;
		default
		begin
			Punt_Siguiente=Punt + Bizquierda_reg - Bderecha_reg;
		end
		endcase
	end
end
endmodule
==> run.sh <==
#!/bin/bash
# OpenROAD 26Q1-2900-gdf79404cd8, Yosys 0.63+post, stock flow scripts
make -C /OpenROAD-flow-scripts/flow DESIGN_CONFIG=/design/flow/config.mk WORK_HOME=/design/flow/orfs finish
==> config.mk <==
export PLATFORM = sky130hd
export DESIGN_NAME = FSMs_Menu
export DESIGN_NICKNAME = FSMs_Menu
export VERILOG_FILES = /design/flow/design.v
export SDC_FILE = /design/flow/constraint.sdc
export NUM_CORES = 4
export LEC_CHECK = 1
export CORE_UTILIZATION = 30
==> constraint.sdc <==
current_design FSMs_Menu

set clk_period 3.6
set clk_io_pct 0.2

create_clock -name clk0 -period $clk_period [get_ports {CLK}]

set non_clock_inputs [all_inputs -no_clocks]
set_input_delay [expr $clk_period * $clk_io_pct] -clock clk0 $non_clock_inputs
set_output_delay [expr $clk_period * $clk_io_pct] -clock clk0 [all_outputs]
==> run summary <==
The full implementation flow was run.

The run finished with clean final reports. Sequential cells were found to cover 44.7% of the synthesized design area. STA lists the startpoint of the worst hold path as Bderecha_reg_ant. The deepest clock path buffer count stands at 2. The OpenROAD report gives the critical path a required time of 2.88 ns.

According to the floorplan log, the row count is 34. Per the finish-stage timing summary, setup violations number 0. The normalized max-slew margin stands at 57.6%.

The number of clock buffers inserted by TritonCTS stands at 5. The wire length of the first global-routing pass stands at 9590 µm. The area of placed instances stands at 3120 µm². The remaining global-route overflow stands at 0.

Hold-check failures listed in the final report amount to 0. In the final layout, the fill cell count is 859. The floorplan report gives the top-level pin count as 28. The combinational share of power stands at 39.0%.

Setup total negative slack on the finished layout was measured at 0 ns. The yosys synthesis warning count stands at 1. The count of antenna diodes in the layout stands at 0. Before any placement, the netlist area is recorded as 2780 µm². The path with the worst hold slack has its endpoint at Bderecha_reg. Per the placement report, the placed cell count is 407. Entering global routing, the biggest net connects 27 pins. The reported leakage power stands at 1.37 nW. In this run the number of H-tree levels came out at 2. The minimum clock period after layout stands at 2.84 ns. The number of clock sinks came to 49. The vertical die dimension stands at 98.2 µm. The largest registers in the layout are Dir: 8 flops, cuenta_espera: 8 flops, Punt: 7 flops. STA lists the startpoint of the worst register-to-register path as Dir[0].

In this run the worst hold path is classified as flop to flop. In the synthesized netlist the async set-or-reset flop fraction comes to 85.7%. The clock latency reported for the late side of the worst-skew pair stands at 0.31 ns.

The count of hold-fix buffers inserted at cts stands at 0. The total global-route track usage stands at 12.2%. The report lists the number of cells resized after CTS as 0. The net switching power of the design stands at 654 µW. TritonCTS built the clock tree. The post-synthesis sequential element count stands at 49.

The cell depth of the worst flop-to-flop path stands at 6. The report counts max-capacitance violations totalling 0. Once layout is complete, the cells apart from fillers number 415. According to the timing report, the arrival time at the worst endpoint equals 2.12 ns.

The aggregate routed wire length stands at 5460 µm. STA classifies the critical path endpoint as an output pin. The slew at the pin closest to its max-slew limit stands at 0.631 ns.

The routability congestion estimate stands at 0.825. The unique cell type count in the Yosys netlist stands at 59. The final number of max-transition violations stands at 0. Across all stage logs, warnings added up to 32. The switching share of power stands at 36.3%.

The post-route clock period utilization stands at 79.0%. The clock transition at the register clock pins on the worst setup and hold paths after CTS stands at 0.11 ns. The script computed a power per unit cell area of 561 nW/µm².

Based on the critical path, the design can be clocked at up to 352 MHz. The number of remaining DRC errors stands at 0. The iteration count recorded for the first detailed-route pass is 17. The count of buffers added on input and output ports is 26. Per the run report, area growth between synthesis and finish was 15.6%. The via count of the first global-routing pass came to 2071. The worst ir drop on vdd stands at 210 µV. The die is 98.2 µm wide. The synthesized design contains 4 enable-type register cells. Per report_power, the sequential group accounts for 41.6% of the total. The clock network accounts for 19.4% of the total power. For this run, the chip area from Yosys synthesis comes to 2780 µm². The internal power of the cells totals 1.15 mW. The setup skew after layout stands at 0.0116 ns. The number of antenna violations at the first check in global routing stands at 0.

The maximum fanout encountered on the critical timing path stands at 13. The setup check on the worst reg-to-reg path leaves a slack of 0.79 ns. In the placement report, post-DP HPWL is listed as 3930 µm. In this run the standard cell core region covers 8850 µm².

The summed area of non-filler cells in the final layout stands at 3210 µm². Across all layers, the routed design uses 2178 vias. For this run, the leading register cell type out of synthesis is dfrtp_1. The average via count per standard cell stands at 5.25.

The floorplan step defined a die boundary enclosing 9640 µm². The wire length per cell stands at 13.2 µm. The effective utilization at floorplan stands at 31.4%. The post-synthesis cell count from yosys stands at 282. The post-CTS setup buffer count stands at 0. The count of nets left with antenna violations once routing finished came out at 0. On the final layout, the worst hold slack is 0.400 ns. The critical path is of the flop to output pin type. The synthesized instance count stands at 282. Setup repair after global routing left no endpoint under its margin. The root buffer cell chosen for the clock tree is clkbuf_8.

The endpoint identified for the worst register-to-register timing path is Dir[0]. In this run, the number of DRC markers left after iteration 0 of detailed routing was 119. The report gives the cell count of the worst hold path as 1.

The share of cells above drive strength 1 stands at 9.12%. The worst setup path is launched from a flop. Each instance of the synthesized netlist takes up on average 9.84 µm². The post-route core utilization stands at 36.3%.
[per-layer routing]
layer	global-route usage, %	wire length [µm]	up-vias
met5	0	0	-
met4	1.38	76	0
met3	1.74	171	6
met2	18.5	2390	39
met1	19.8	2820	1068
li1	-	-	1065
[worst max-delay path by stage]
| stage | cells past startpoint | start | to |
|---|---|---|---|
| CTS | 3 | Dir[5] | Mod_out |
| global route | 6 | Dir[0] | Dir[0] |
| finish | 3 | Dir[5] | Mod_out |
[power groups by stage]
stage	clock [mW]	combinational, mW	sequential [mW]
after CTS	0.363	0.706	0.753
after global routing	0.385	0.807	0.769
final	0.349	0.702	0.749
[synthesized netlist by cell type, types with 3 or more instances]
cell      number  share of area (%)
a21o_1         4                1.1
a21oi_1       12                2.2
a31oi_1        4               0.90
and3_1         9                2.0
buf_6          3                1.2
clkbuf_1       5               0.68
dfrtp_1       35                 32
dfstp_2        7                6.6
dfxtp_1        3                2.2
edfxtp_1       4                4.3
ha_1          17                7.7
inv_1         23                3.1
nand2_1       17                2.3
nand2b_1       3               0.68
nand3_1       10                1.8
nand3b_1       3               0.81
nand4_1        9                2.0
nor2_1        20                2.7
nor2b_1        8                1.8
nor3_1         6                1.1
nor3b_1        4                1.1
o211ai_1       4                1.1
o21ai_0       17                3.1
o31ai_1        6                1.6
xnor2_1        7                2.2
xor2_1         3               0.95
[logic make-up (layout without fill, tap and decap cells)]
group                      after synthesis  after routing  synth area share, %
muxes                                    2              2                0.902
DFF                                     49             49                 44.7
xor gates and xnor gates                10             10                 3.16
and+or+nand+nor                        102            102                 20.3
adders and majority gates               18             18                 8.39
buffers and inverters                   33             58                 5.36
AOI/OAI and AO/OA                       68             68                 17.2
[layout by cell type (no fill, tap or decap), types with 5 or more instances in the layout]
| master | count |
|---|---|
| nand3_1 | 10 |
| nor3_1 | 6 |
| clkbuf_8 | 5 |
| dfstp_2 | 7 |
| ha_1 | 17 |
| clkdlybuf4s50_1 | 26 |
| inv_1 | 22 |
| nor2b_1 | 8 |
| o31ai_1 | 6 |
| xnor2_1 | 7 |
| nand2_1 | 17 |
| a21oi_1 | 12 |
| and3_1 | 9 |
| nand4_1 | 9 |
| dfrtp_1 | 35 |
| nor2_1 | 20 |
| o21ai_0 | 17 |
[final cells by class]
class	instances	area, µm²	area share, %
well taps	108	135	4.21
repair buffers	27	268	8.35
flip-flops and latches	49	1240	38.7
clock inverters	3	23.8	0.741
clock buffers	5	68.8	2.15
inverters	23	86.3	2.69
multi-input cells	200	1390	43.2
[critical path: stages (launching register included)]
cell	delay [ns]
dfrtp_1	0.55
or4_4	0.59
o21bai_1	0.20
clkdlybuf4s50_1	0.49
[per-stage QoR]
stage | setup WS (ns) | total power, mW
2_1_floorplan | 1.18 | 1.24
3_3_place_gp | 0.806 | 1.45
3_5_place_dp | 0.789 | 1.46
4_1_cts | 0.702 | 1.82
5_1_grt | 0.594 | 1.96
6_report | 0.756 | 1.80
Power figures rest on the tool's default switching activity, not on a simulated workload.

`flow/constraint.sdc`:
```
current_design TOP

set clk_period 5.1
set clk_io_pct 0.2

create_clock -name clk0 -period $clk_period [get_ports {clk}]

set non_clock_inputs [all_inputs -no_clocks]
set_input_delay [expr $clk_period * $clk_io_pct] -clock clk0 $non_clock_inputs
set_output_delay [expr $clk_period * $clk_io_pct] -clock clk0 [all_outputs]
```
`flow/design.v`:
```
module Almacenamiento(direccion,rom, rom_data);
input wire  [2:0]direccion;  
input wire  [3:0]rom;
output reg  [7:0]rom_data;  
wire [7:0]rom_addr = {1'b0,direccion,rom};
always @(*)  
begin
	case (rom_addr)  
	8'h00 : rom_data <= 8'b00000000;
	8'h01 : rom_data <= 8'b00000000;
	8'h02 : rom_data <= 8'b00000000;
	8'h03 : rom_data <= 8'b00000000;
	8'h04 : rom_data <= 8'b00000000;
	8'h05 : rom_data <= 8'b00000000;
	8'h06 : rom_data <= 8'b00000000;  
	8'h07 : rom_data <= 8'b00000000;
	8'h08 : rom_data <= 8'b00000000;
	8'h09 : rom_data <= 8'b00000000;
	8'h0a : rom_data <= 8'b00000000;
	8'h0b : rom_data <= 8'b00000000;
	8'h0c : rom_data <= 8'b00000000;
	8'h0d : rom_data <= 8'b00000000;
	8'h0e : rom_data <= 8'b00000000;
	8'h0f : rom_data <= 8'b00000000;
	8'h10 : rom_data <= 8'b00000000;
	8'h11 : rom_data <= 8'b00000000;
	8'h12 : rom_data <= 8'b11111110;
	8'h13 : rom_data <= 8'b11111110;
	8'h14 : rom_data <= 8'b00111000;
	8'h15 : rom_data <= 8'b00111000;
	8'h16 : rom_data <= 8'b00111000;  
	8'h17 : rom_data <= 8'b00111000;
	8'h18 : rom_data <= 8'b00111000;
	8'h19 : rom_data <= 8'b00111000;
	8'h1a : rom_data <= 8'b00111000;
	8'h1b : rom_data <= 8'b00111000;
	8'h1c : rom_data <= 8'b11110000;
	8'h1d : rom_data <= 8'b11110000;
	8'h1e : rom_data <= 8'b00000000;
	8'h1f : rom_data <= 8'b00000000;
	8'h20 : rom_data <= 8'b00000000;
	8'h21 : rom_data <= 8'b00000000;
	8'h22 : rom_data <= 8'b11000110;
	8'h23 : rom_data <= 8'b11000110;
	8'h24 : rom_data <= 8'b11000110;
	8'h25 : rom_data <= 8'b11000110;
	8'h26 : rom_data <= 8'b11000110;  
	8'h27 : rom_data <= 8'b11000110;
	8'h28 : rom_data <= 8'b11000110;
	8'h29 : rom_data <= 8'b01101100;
	8'h2a : rom_data <= 8'b01101100;
	8'h2b : rom_data <= 8'b01101100;
	8'h2c : rom_data <= 8'b00111000;
	8'h2d : rom_data <= 8'b00010000;
	8'h2e : rom_data <= 8'b00000000;
	8'h2f : rom_data <= 8'b00000000;
	8'h30 : rom_data <= 8'b00000000;
	8'h31 : rom_data <= 8'b00000000;
	8'h32 : rom_data <= 8'b10000010;
	8'h33 : rom_data <= 8'b11000110;
	8'h34 : rom_data <= 8'b11000110;
	8'h35 : rom_data <= 8'b11000110;
	8'h36 : rom_data <= 8'b11000110;  
	8'h37 : rom_data <= 8'b11101110;
	8'h38 : rom_data <= 8'b11111110;
	8'h39 : rom_data <= 8'b11010110;
	8'h3a : rom_data <= 8'b11010110;
	8'h3b : rom_data <= 8'b11000110;
	8'h3c : rom_data <= 8'b11000110;
	8'h3d : rom_data <= 8'b00000000;
	8'h3e : rom_data <= 8'b00000000;
	8'h3f : rom_data <= 8'b00000000;
	8'h40 : rom_data <= 8'b00000000;
	8'h41 : rom_data <= 8'b00000000;
	8'h42 : rom_data <= 8'b11111100;
	8'h43 : rom_data <= 8'b11000110;
	8'h44 : rom_data <= 8'b11000011;
	8'h45 : rom_data <= 8'b11000011;
	8'h46 : rom_data <= 8'b11000110;  
	8'h47 : rom_data <= 8'b11111000;
	8'h48 : rom_data <= 8'b11111000;
	8'h49 : rom_data <= 8'b11000110;
	8'h4a : rom_data <= 8'b11000011;
	8'h4b : rom_data <= 8'b11000011;
	8'h4c : rom_data <= 8'b11000110;
	8'h4d : rom_data <= 8'b11111100;
	8'h4e : rom_data <= 8'b00000000;
	8'h4f : rom_data <= 8'b00000000;
	8'h50 : rom_data <= 8'b00000000;
	8'h51 : rom_data <= 8'b00000000;
	8'h52 : rom_data <= 8'b01111110;
	8'h53 : rom_data <= 8'b11111110;
	8'h54 : rom_data <= 8'b11100000;
	8'h55 : rom_data <= 8'b11100000;
     8'h56 : rom_data <= 8'b01111000;  
	8'h57 : rom_data <= 8'b00111100;
	8'h58 : rom_data <= 8'b00001110;
	8'h59 : rom_data <= 8'b00000110;
	8'h5a : rom_data <= 8'b00000110;
	8'h5b : rom_data <= 8'b00000110;
	8'h5c : rom_data <= 8'b11111110;
	8'h5d : rom_data <= 8'b11111100;
	8'h5e : rom_data <= 8'b00000000;
	8'h5f : rom_data <= 8'b00000000;
	8'h60 : rom_data <= 8'b00000000;
	8'h61 : rom_data <= 8'b00000000;
	8'h62 : rom_data <= 8'b11000000;
	8'h63 : rom_data <= 8'b11000000;
	8'h64 : rom_data <= 8'b11000000;
	8'h65 : rom_data <= 8'b11000000;
	8'h66 : rom_data <= 8'b11000000;  
	8'h67 : rom_data <= 8'b11000000;
	8'h68 : rom_data <= 8'b11000000;
	8'h69 : rom_data <= 8'b11000000;
	8'h6a : rom_data <= 8'b11000000;
	8'h6b : rom_data <= 8'b11000000;
	8'h6c : rom_data <= 8'b11111110;
	8'h6d : rom_data <= 8'b11111110;
	8'h6e : rom_data <= 8'b00000000;
	8'h6f : rom_data <= 8'b00000000;
	default : rom_data <= 8'b00000000;         
	endcase
end
endmodule  
module Objetos_Top(L,X,Y,R,G,B);
input wire R,G,B;     
input wire [9:0] X;
input wire [9:0] Y;    
output reg [2:0] L;   
wire [3:0]PY = {Y[3],Y[2],Y[1],Y[0]};
wire [2:0]PX = {X[2],X[1],X[0]};
reg  [2:0]EN; 
reg Activador;          
localparam X_in_J  = 0;
localparam X_end_J = 7;
localparam X_in_V  = 8;
localparam X_end_V = 15;
localparam X_in_M  = 24;
localparam X_end_M = 31;
localparam X_in_B  = 32;
localparam X_end_B = 39;
localparam X_in_S  = 48;
localparam X_end_S = 55;
localparam X_in_L  = 56;
localparam X_end_L = 63;
localparam  Y_in  = 16;
localparam  Y_end = 31;
wire J_on,V_on,M_on,B_on,S_on,L_on;
assign J_on = (X_in_J <=X) && (X <=X_end_J) && (Y_in <=Y) && (Y <=Y_end);
assign V_on = (X_in_V <=X) && (X <=X_end_V) && (Y_in <=Y) && (Y <=Y_end);
assign M_on = (X_in_M <=X) && (X <=X_end_M) && (Y_in <=Y) && (Y <=Y_end);
assign B_on = (X_in_B <=X) && (X <=X_end_B) && (Y_in <=Y) && (Y <=Y_end);
assign S_on = (X_in_S <=X) && (X <=X_end_S) && (Y_in <=Y) && (Y <=Y_end);
assign L_on = (X_in_L <=X) && (X <=X_end_L) && (Y_in <=Y) && (Y <=Y_end);
always @(*)                  
begin
		if (J_on)
			EN <= 3'h1;
		else 
			if (V_on)
			EN <= 3'h2;
		else 
			if (M_on)
			EN <= 3'h3;
		else
			if (B_on)
			EN <= 3'h4;
		else 
			if (S_on)
			EN <= 3'h5;
		else 
			if (L_on)
			EN <= 3'h6;
		else 
			EN <= 3'h0;
end 
wire [7:0] Data;                
Almacenamiento ROM (.direccion(EN),.rom(PY),.rom_data(Data));
always @(*)                    
begin 
	case (PX)
	3'h0 : Activador <= Data[7];
	3'h1 : Activador <= Data[6];
	3'h2 : Activador <= Data[5];
	3'h3 : Activador <= Data[4];
	3'h4 : Activador <= Data[3];
	3'h5 : Activador <= Data[2];
	3'h6 : Activador <= Data[1];
	3'h7 : Activador <= Data[0];
	default : Activador <= 1'b0;
	endcase 
end  
always @(Activador,R,G,B)
begin 
	case (Activador)
	1'b1 : L <= {R,G,B};
	default : L <= 3'b000;
	endcase
end 
endmodule 
module TOP(R,G,B,L,clk,reset,hsinc,vsinc,ENclock);
input wire R,G,B,reset,clk;
output wire [2:0]L;
output wire hsinc,vsinc,ENclock;
wire [9:0] X;
wire [9:0] Y;
vgasync Sincronizacion (.clk(clk),.rst(reset),.hsync(hsinc),.vsync(vsinc),.ENclock(ENclock),.px_X(X),.px_Y(Y));
Objetos_Top objets (.L(L),.X(X),.Y(Y),.R(R),.G(G),.B(B));
endmodule 
module vgasync(input clk, rst, output wire hsync, vsync, ENclock, output wire [9:0] px_X,output wire [9:0] px_Y);
	localparam HD = 640;
	localparam HF = 48;
	localparam HB = 16;
	localparam HR = 96;
	localparam VD = 480;
	localparam VF = 10;
	localparam VB = 33;
	localparam VR = 2;
	reg ENpulse;
	wire ENpulse_next;
	reg [9:0] hcnt, hcnt_next;
	reg [9:0] vcnt, vcnt_next;
	reg v_sync_reg, h_sync_reg;
	wire v_sync_next, h_sync_next;
	wire h_end, v_end;
	always @(posedge clk, posedge rst)
	begin
		if(rst) begin  
			vcnt <= 0;
			hcnt <= 0;
			v_sync_reg <= 1'b0;
			h_sync_reg <= 1'b1;
			ENpulse <= 0;
			end
		else begin
			ENpulse <= ENpulse_next;  
			vcnt <= vcnt_next;
			hcnt <= hcnt_next;
			v_sync_reg <= v_sync_next;
			h_sync_reg <= h_sync_next;
			end
	end
		assign ENpulse_next = ~ENpulse;
		assign h_end = (hcnt == (HD+HF+HB+HR-1));
		assign v_end = (vcnt == (VD+VF+VB+VR-1));
		always @(*)
		begin
			if(ENpulse_next)begin  
				if (h_end) hcnt_next <= 0;
				else hcnt_next <= hcnt + 1;
				end
			else 
			begin 
			hcnt_next <= hcnt;
			end
		end
		always @(*)
		begin
			if(ENpulse_next && h_end)
			begin
				if (v_end) vcnt_next <= 0;
				else vcnt_next <= vcnt + 1;
			end
			else begin
				vcnt_next <= vcnt; 
			end
		end
		assign h_sync_next = !(hcnt >= (HD+HB) && hcnt <= (HD+HB+HR-1));
		assign v_sync_next = (vcnt >= (VD+VB) && vcnt <= (VD+VB+VR-1));
		assign hsync = h_sync_reg;
		assign vsync = !v_sync_reg;
		assign px_X = hcnt;
		assign px_Y = vcnt;
		assign ENclock = ENpulse_next; 
endmodule 
```
`flow/run.sh`:
```
#!/bin/bash
# OpenROAD 26Q1-2900-gdf79404cd8, Yosys 0.63+post, stock flow scripts
make -C /OpenROAD-flow-scripts/flow DESIGN_CONFIG=/design/flow/config.mk WORK_HOME=/design/flow/orfs finish
```
`flow/config.mk`:
```
export PLATFORM = sky130hd
export DESIGN_NAME = TOP
export DESIGN_NICKNAME = TOP
export VERILOG_FILES = /design/flow/design.v
export SDC_FILE = /design/flow/constraint.sdc
export NUM_CORES = 4
export LEC_CHECK = 1
export CORE_UTILIZATION = 40
```
==> Slide: Implementation Results <==
Physical Implementation Snapshot

Detailed routing
  • First-pass iteration count of the detailed router: 4
  • Number of vias in the routed layout: 1977
  • Per-cell via count in the routed design: 5.92
  • DRT Wirelength: 5.37 mm
  • Routed len/inst: 16.1 microns
  • Count of antenna-violating nets left after detailed routing: 0
  • Number of antenna diodes: 0
  • Residual DRC: 0
  • Number of DRC markers in iteration 0: 194

Die
  • Vertical die dimension: 76.7 microns
  • Share of the core filled by cells before placement: 0.426
  • Core Footprint: 5240 sq um
  • Floorplan die width: 76.7 microns
  • Chip Footprint: 5880 sq um
  • I/O Pins: 11
  • Cell row count: 26

Clock tree
  • Hold_buf cts: 0
  • Clock tree from TritonCTS: built
  • Clock sink count: 23
  • Clock root buffer: sky130_fd_sc_hd__clkbuf_8
  • Insertion delay to the later sink of the worst-skew pair: 0.26 ns
  • Clock slew seen by the registers of the worst setup and hold paths: 0.08 ns
  • Depth of the CTS H-tree: 1
  • CTS Buffer Depth: 2
  • Clock buffer count from CTS: 3
  • Quantity of gates resized following cts: 0
  • Post-CTS setup buffers: 0

Finish
  • Area growth from synthesis to final layout: 6.39%
  • Post-route cell area: 2370 sq um
  • Fraction of layout cells with a size suffix above 1: 0.0947
  • Fill cell instance count of the final layout: 521
  • Area of all sequential standard cells: 577 sq um
  • Multi-input combinational cell area: 1490 sq um
  • Registers with the most flip-flops: Sincronizacion.hcnt (10), Sincronizacion.vcnt (10)

Setup path
  • Crit path DRT: 4.08 ns
  • Worst Path Class, Setup: reg -> out
  • Worst EP arrival: 3.42 ns
  • Kind of end point of the critical path: output pin
  • Critical path fanouts, max: 17
  • Critical path startpoint category: register
  • Depth of the worst register-to-register path: 7

Place
  • Placement Cell Area: 2330 sq um
  • Final GP Congestion: 0.953
  • Count of buffers from port buffering: 10
  • Half-perimeter wire length after detailed placement: 4.03 mm

Timing
  • Endpoints failing hold: 0
  • Measured slew at the worst slew-check pin: 0.780 ns
  • Final critical delay including setup and external delays: 4.44 ns
  • Pins over their slew limit: 0
  • Top achievable clock speed: 225 MHz
  • Layout Skew: 0.00244 ns
  • Sum Neg Setup Slack: 0 ns
  • WHS: 0.536 ns
  • Portion of the clock cycle consumed by the worst path in the final layout: 0.870
  • Setup repair after global routing missed its margin: no
  • Headroom to the max-slew limit: 0.478
  • Final count of negative-setup-slack endpoints: 0

Pwr
  • Power Dens Cells: 126 nW/um^2
  • Max VDD drop: 0.000146 V
  • Power after layout: 0.000300 W
  • Leakage power of the design: 0.949 nW

Logic synthesis
  • Count of unique library cells instantiated by Yosys: 72
  • Flip-flops with a built-in enable: 0
  • Cell count after synthesis: 264
  • Cell Area, Synth: 2230 sq um
  • Dominant register cell: sky130_fd_sc_hd__dfrtp_1
  • Synthesized area per cell: 8.45 sq um
  • Yosys chip area: 2230 sq um
  • Yosys warning tally: 3
  • Share of flip-flops with an asynchronous set or reset after synthesis: 1.00
  • Sequential element share of the synthesized area: 0.259
  • FF+latch count, synth: 23
  • Number of cells in Yosys stat: 264

Hold path
  • Worst min path class: reg -> reg
  • Instance count along the most critical hold path: 1

GRT
  • Initial antenna violation count: 0
  • Total track usage: 0.195
  • First-pass GRT wire length: 9.27 mm
  • Number of global-route vias before repair: 1909
  • Global route overflow: 0
  • Maximum number of pins on one net before global-route repair: 28

Run
  • OpenROAD warnings: 35
  • Max Cap Viol: 0

Status
  • Run status: complete, no violations
through the flow:
stage	utilization	worst slack, ns	cells
floorplan	-	2.07	264
global placement	0.444	0.966	330
detailed placement	0.444	0.984	330
CTS	0.453	0.686	334
global route	0.453	0.439	334
finish	0.453	0.662	334
where the power goes:
group	internal (W)	switching (W)
logic	0.00000324	0.00000398
clock network	0.0000544	0.0000560
registers	0.000182	0
total	0.000240	0.0000599
Yosys cell counts (all sizes together) (2+ instances only):
cell type  number  area share
o21ai          25       0.056
dfrtp          22        0.25
nor2           22       0.048
nand2          20       0.034
inv            18       0.030
a21oi          14       0.036
ha             14       0.079
nand3          12       0.027
buf             9       0.030
nand4           9       0.028
clkbuf          6       0.015
nor3            6       0.016
o31ai           6       0.020
xnor2           6       0.024
nand2b          5       0.014
nor2b           5       0.015
or3             5       0.014
nor4b           4       0.016
o211ai          4       0.016
xor2            4       0.019
a31oi           3      0.0084
mux2i           3       0.013
nor4            3       0.015
a2111oi         2       0.011
a211oi          2      0.0090
a21o            2      0.0067
a221oi          2      0.0079
and3            2      0.0056
and4            2      0.0079
mux4            2       0.022
o211a           2      0.0090
path summary, 6_finish.rpt:
| path | startpoint | endpoint | slack [ns] |
|---|---|---|---|
| worst max-delay path | Sincronizacion.vcnt[1] | L[2] | 0.66 |
| worst min-delay path | Sincronizacion.hcnt[7] | Sincronizacion.hcnt[7] | 0.54 |
| worst max register to register | Sincronizacion.hcnt[4] | Sincronizacion.vcnt[9] | 2.59 |
| worst min register to register | Sincronizacion.hcnt[7] | Sincronizacion.hcnt[7] | 0.54 |
| max in group asynchronous | reset | Sincronizacion.h_sync_reg | 3.72 |
| min in group asynchronous | reset | Sincronizacion.vcnt[9] | 1.10 |
layout make-up:
| class | count | share of cell area |
|---|---|---|
| Inverter | 18 | 0.0285 |
| Clock buffer | 3 | 0.0174 |
| Sequential cell | 23 | 0.243 |
| Timing Repair Buffer | 11 | 0.0453 |
| Multi-Input combinational cell | 208 | 0.627 |
| Clock inverter | 1 | 0.00211 |
| Tap cell | 70 | 0.0369 |
routing by layer:
metal,vias to the layer above,routed length [microns],track usage
met2,71,2430,0.300
met3,14,324,0.0193
met1,917,2510,0.303
li1,975,-,-
met4,0,107,0.0462
met5,-,0,0
kinds of logic after synthesis:
logic type,share of synthesized area
and+or+nand+nor,0.274
muxes,0.0404
adders and majority gates,0.0785
DFF,0.259
buffers and inverters,0.0746
AOI/OAI and AO/OA,0.231
xor gates and xnor gates,0.0426
cells in the final DEF (no fill, tap or decap), types with 4 or more instances in the layout:
cell type / n
sky130_fd_sc_hd__xnor2_1: 6
sky130_fd_sc_hd__a21oi_1: 13
sky130_fd_sc_hd__nand2b_1: 5
sky130_fd_sc_hd__nand4_1: 8
sky130_fd_sc_hd__clkdlybuf4s50_1: 10
sky130_fd_sc_hd__or3_1: 5
sky130_fd_sc_hd__nor3_1: 5
sky130_fd_sc_hd__nand2_1: 20
sky130_fd_sc_hd__inv_1: 18
sky130_fd_sc_hd__o31ai_1: 6
sky130_fd_sc_hd__nand3_1: 12
sky130_fd_sc_hd__o21ai_0: 24
sky130_fd_sc_hd__dfrtp_1: 22
sky130_fd_sc_hd__nor4b_1: 4
sky130_fd_sc_hd__nor2_1: 18
sky130_fd_sc_hd__nor2b_1: 4
sky130_fd_sc_hd__ha_1: 14
critical path, stage by stage (launching register included):
cell and delay (ns):
sky130_fd_sc_hd__dfrtp_1 0.57, sky130_fd_sc_hd__inv_1 0.31, sky130_fd_sc_hd__ha_1 0.36, sky130_fd_sc_hd__inv_1 0.12, sky130_fd_sc_hd__o31ai_1 0.37, sky130_fd_sc_hd__o311ai_1 0.22
sky130_fd_sc_hd__a2111oi_2 0.47, sky130_fd_sc_hd__o21ai_0 0.13, sky130_fd_sc_hd__a21oi_1 0.13, sky130_fd_sc_hd__clkdlybuf4s50_1 0.47
No activity file was given, so power comes from the tool's default toggle rates.
